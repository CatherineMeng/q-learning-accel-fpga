### run.sh
#!/bin/bash
# OpenROAD 26Q1-2900-gdf79404cd8, Yosys 0.63+post, stock flow scripts
make -C /OpenROAD-flow-scripts/flow DESIGN_CONFIG=/design/flow/config.mk WORK_HOME=/design/flow/orfs finish
### config.mk
export PLATFORM = sky130hd
export DESIGN_NAME = qmaxtable
export DESIGN_NICKNAME = qmaxtable
export VERILOG_FILES = /design/flow/design.v
export SDC_FILE = /design/flow/constraint.sdc
export NUM_CORES = 4
export LEC_CHECK = 1
export CORE_UTILIZATION = 40
### constraint.sdc
current_design qmaxtable

set clk_period 8.0
set clk_io_pct 0.2

create_clock -name clk0 -period $clk_period [get_ports {i_clk}]

set non_clock_inputs [all_inputs -no_clocks]
set_input_delay [expr $clk_period * $clk_io_pct] -clock clk0 $non_clock_inputs
set_output_delay [expr $clk_period * $clk_io_pct] -clock clk0 [all_outputs]
### design.v
`timescale 1ns / 1ps
module qmaxtable #(parameter ADDR_WIDTH = 6, DATA_WIDTH = 32, DEPTH = 64) (
    input wire i_clk,
    input wire i_rst,
    input wire [ADDR_WIDTH-1:0] i_addr_r, 
    input wire [ADDR_WIDTH-1:0] i_addr_w, 
    input wire i_read_en,
    input wire i_write_en,
    input wire [DATA_WIDTH-1:0] i_data,
    output reg [DATA_WIDTH-1:0] o_data
    ); 
    integer i;
    reg [DATA_WIDTH-1:0] memory_array [0:DEPTH-1]; 
    always @ (posedge i_clk)
    begin
            if(i_write_en) begin
                memory_array[i_addr_w] <= i_data;
            end
            if(i_read_en) begin
                o_data <= memory_array[i_addr_r];
            end     
    end
endmodule 
==> run notes <==
This memo summarizes the results of the implementation run.

Worst setup path
The highest-delay cell along the critical path is nor2_4. The worst-case reg-to-reg path depth is 4. The number of buffers and inverters on the critical path is 2. The capturing point of the worst reg2reg path is o_data[27]$_DFFE_PP_. The longest incremental delay of any stage on the critical path is reported as 1.06 ns. The critical path required time is 8.47 ns. The timing report gives the worst reg2reg path a setup slack of 5.63 ns.

In this run the critical register-to-register path is launched from memory_array[27][27]$_DFFE_PP_. The type of the worst setup path is primary input to register. The critical path startpoint category is a primary input.

For reference, the critical path cell chain is clkdlybuf4s50_1, nor2b_1, nand3_1, nor2_4, buf_4. The maximum fanout along the worst path is 18. The gate family responsible for the most delay along the worst path is simple AND/OR/NAND/NOR gates. The worst setup path is captured at a register. The data arrival time of the critical path is 4.90 ns.

Timing
The pin closest to its max-slew limit shows a slew of 1.05 ns. Counting I/O delays and the setup requirement, the final critical path takes 4.43 ns. For reference, the final report shows the hold violation count at 0. The number of slew-limit violations in the final report is 0. The fmax is 0.226 GHz.

Between clock sinks in the finished design, the worst skew comes to 0.0351 ns. Setup repair after global routing left no endpoint under its margin. The final setup TNS is 0 ns. Checking max transition, the worst relative margin is 29.6%. Endpoints with negative setup slack in the final report add up to 0. The final clock period utilization by the worst path is 55.4%.

Logic synthesis
The synthesized design devotes to its leading area cell type 79.2% of total area. The total of warnings raised by yosys is 1. The top cell type by total area after synthesis is edfxtp_1.

The main area contributors are edfxtp_1, mux4_2, mux2i_1, o22ai_1, nor2_1. In the synthesized netlist, the cells that appear most often are edfxtp_1, mux4_2, nor2_1. Counting flops with an async set or reset pin after synthesis yields a share of 0%. The number of distinct library cells after synthesis is 33. The synthesis stats list as the most numerous cell edfxtp_1. The post-synthesis area per instance is 23.7 sq um. The cell count after synthesis came out at 3324. The register area share after synthesis is 79.2%. The summed instance area of the synthesized netlist is 78800 sq um. The post-synth register bit count is 2080. The synthesized design contains 2080 enable-type register cells. For this design, Yosys synthesis ends with a cell count of 3324. According to the Yosys statistics, the synthesized design has a chip area of 78800 sq um.

The main flop type is edfxtp_1.

Floorplanning
The number of rows created at floorplan is 162. The count of pins on the block boundary is 80. The floorplan die width is 446 um. The starting density of the core is 40.3%. From bottom edge to top edge, the die measures 446 um.

The die covers 199000 sq um. The area inside the core boundary is 195000 sq um.

Route
After the first detailed-routing iteration, the DRC count stood at 2254. Nets still carrying antenna violations after routing amount to 0. The pre-antenna-repair detailed-routing pass consisted of 6 iterations.

The wire length recorded after detailed routing is 199000 um. The mean routed wirelength per cell is 31.3 um. Summing over every cut layer, the via total after detailed routing is 36000. The post-detailed-route DRC marker count is 0. Using the TritonRoute via totals, the vias-per-cell ratio works out to 5.66.

Run
The stage logs contain a warning count of 27. Max-cap violations in this run came to 0.

Place
The final estimated routing congestion in global placement is 0.840. The total placed cells including tap cells is 5994. Port buffering added 78 buffers. Once detailed placement completed, the half-perimeter wirelength came to 106000 um.

The placed instance area is 83600 sq um.

Global routing
The first global-routing pass estimated 284000 um of wire. The number of global-route vias before repair came to 40000. Entering global routing, the biggest net connects 83 pins.

The total global-route track usage is 22.5%. The total overflow reported by the global router is 0. The number of antenna violations at the first check in global routing is 10.

CTS
The TritonCTS sink count is 2080. The level count of the clock H-tree is 4. The clock reaches the later pin of the worst-skew pair after 0.84 ns.

Post-CTS timing repair inserted 0 buffers for setup. The clock-pin slew of the registers on the worst-case setup and hold paths is 0.06 ns. The CTS buffer count is 202. The TritonCTS clock tree is built. Gates resized during post-CTS repair numbered 0.

The maximum buffer depth of the clock tree is 3. CTS placed an instance of clkbuf_16 at the clock tree root. Buffers inserted to repair hold after CTS numbered 0.

Cells and area
The area used by multi-input combinational logic is 16000 sq um. After routing the design area is 90000 sq um. The fraction of layout instances using a drive strength above 1 is 28.5%. The area growth from synthesis to layout is 14.2%. For this run, the number of standard cells in the final layout without fillers is 6365. The filler cells instantiated in the layout total 15800. Summing all flip-flop and latch instances after layout gives 62500 sq um.

Power and ir drop
The internal portion of total power is 17.8 mW. The power density of the placed cells is 250 nW/um^2. The sequential fraction of design power is 53.9%. The overall power after layout is 22.5 mW. The maximum ir drop on the vdd rail is 0.243 mV.

In this run, the clock network consumes 41.2% of the power. Per the OpenROAD power report, switching power amounts to 4.68 mW. Per the OpenROAD power report, leakage power amounts to 27.7 nW. Combinational cells account for 4.8% of the total power. Net switching is 20.8% of the power.

Hold path
The end of the worst hold path is o_data[17]$_DFFE_PP_. In the hold timing report, the worst path depth is 4. The class of the worst hold path is register to register. Looking at hold timing, the worst path starts from memory_array[12][17]$_DFFE_PP_.

Run status
The flow ran to the end, and the final reports show no timing, DRC or antenna violations.
-- worst max-delay path by stage --
stage / from / to / slack, ns / depth (start not counted)
6_report: i_addr_w[2] / memory_array[21][15]$_DFFE_PP_ / 3.57 / 5
5_1_grt: i_addr_w[2] / memory_array[21][15]$_DFFE_PP_ / 3.55 / 5
4_1_cts: i_addr_w[2] / memory_array[21][19]$_DFFE_PP_ / 3.72 / 5
-- worst min-delay path: stages, from the launching register on --
cell      delay [ns]
edfxtp_1        0.32
mux2i_1         0.06
nand2_1         0.07
a311oi_1        0.09
nor3_1          0.16
-- per-layer routing --
metal	global-route usage, %	wire [um]
met1	25.7	59900
met2	32.9	95200
met3	18.8	37500
met4	5.23	6020
met5	1.42	425
-- power by group through the flow --
stage / Sequential [mW] / Combinational, mW / Clock [mW]
4_1_cts: 12.1 / 1.10 / 9.43
6_report: 12.1 / 1.08 / 9.27
5_1_grt: 12.1 / 1.16 / 9.83
-- cell type report --
class                   instances  share of cell area, %
flip-flops and latches       2080                   69.4
multi-input cells            1062                   17.7
clock buffers                 252                   5.87
well taps                    2624                   3.65
repair buffers                228                   2.10
clock inverters               113                   1.26
diodes                          6                 0.0167
-- per-stage QoR --
step / setup WS [ns] / hold slack, ns / utilization, %
3_3_place_gp: 2.86 / 0.802 / 42.8
5_1_grt: 3.55 / 0.890 / 46.1
3_5_place_dp: 2.83 / 0.813 / 42.8
2_1_floorplan: 3.24 / 0.750 / -
6_report: 3.57 / 0.824 / 46.1
4_1_cts: 3.72 / 0.839 / 46.1
-- sequential cells by signal, indices dropped and copies added, names as in the netlist --
register      flops
memory_array   2048
o_data           32
-- layout by cell type, fill, tap and decap left out, types with 3 or more instances in the layout --
| cell | count |
|---|---|
| nand3_1 | 5 |
| clkinv_1 | 53 |
| nand3b_1 | 5 |
| or3b_2 | 3 |
| a21oi_1 | 62 |
| buf_4 | 139 |
| clkinv_8 | 3 |
| edfxtp_1 | 2080 |
| mux2i_1 | 93 |
| nand2b_1 | 7 |
| clkbuf_16 | 204 |
| diode_2 | 6 |
| a41o_1 | 4 |
| or3_1 | 3 |
| clkdlybuf4s50_1 | 40 |
| mux4_2 | 544 |
| nor3_1 | 5 |
| bufinv_16 | 19 |
| o32ai_1 | 4 |
| buf_12 | 11 |
| nor2b_1 | 15 |
| and3_1 | 4 |
| nand2_1 | 26 |
| clkbuf_1 | 48 |
| o22ai_1 | 84 |
| inv_6 | 6 |
| clkinv_2 | 25 |
| o221ai_1 | 27 |
| buf_8 | 3 |
| nor2_4 | 62 |
| nor2_1 | 75 |
| buf_2 | 34 |
| a22oi_1 | 12 |
| a311oi_1 | 8 |
| clkinv_16 | 3 |
-- cells by family (layout without fill, tap and decap cells) --
| logic type | after synthesis | count (layout) | synth area share [%] |
|---|---|---|---|
| AOI/OAI and AO/OA | 202 | 202 | 1.67 |
| buffers and inverters | 182 | 593 | 1.12 |
| DFF | 2080 | 2080 | 79.2 |
| muxes | 637 | 637 | 16.7 |
| other | 0 | 6 | 0 |
| and+or+nand+nor | 223 | 223 | 1.26 |
Power figures rest on the tool's default switching activity, not on a simulated workload.
